## flow/config.mk

```make
export PLATFORM = sky130hd
export DESIGN_NAME = decoder
export DESIGN_NICKNAME = decoder
export VERILOG_FILES = /design/flow/design.v
export SDC_FILE = /design/flow/constraint.sdc
export NUM_CORES = 4
export LEC_CHECK = 1
export CORE_AREA = 10 10 70 70
export DIE_AREA = 0 0 80 80
```

## flow/constraint.sdc

```tcl
current_design decoder

set clk_period 1.0
set clk_io_pct 0.2

create_clock -name clk0 -period $clk_period

set non_clock_inputs [all_inputs -no_clocks]
set_input_delay [expr $clk_period * $clk_io_pct] -clock clk0 $non_clock_inputs
set_output_delay [expr $clk_period * $clk_io_pct] -clock clk0 [all_outputs]
```

## flow/design.v

```verilog
module decoder(num,segments);
input[3:0]num;
output[6:0]segments;
reg [6:0] segments;
always@(num)
begin
case (num)
0: segments<= ~7'b0111111;  
1: segments<= ~7'b0000110;
2: segments<= ~7'b1011011;  
3: segments <= ~7'b1001111;  
4: segments<= ~7'b1100110;  
5: segments <= ~7'b1101101;  
6: segments<= ~7'b1111101;  
7: segments <= ~7'b0000111;  
8: segments<= ~7'b1111111;  
9: segments <= ~7'b1101111;  
default: segments <= 7'bx;  
endcase
end
endmodule
```

## flow/run.sh

```bash
#!/bin/bash
# OpenROAD 26Q1-2900-gdf79404cd8, Yosys 0.63+post, stock flow scripts
make -C /OpenROAD-flow-scripts/flow DESIGN_CONFIG=/design/flow/config.mk WORK_HOME=/design/flow/orfs finish
```

==> run summary <==
Physical implementation.

- The number of antenna violations at the first check in global routing is 0.
- After synthesis, the chip area reported by Yosys is 155 sq um.
- The flow ran to the end, but the final reports show violations.
- The first detailed-routing pass took 2 iterations.
- The setup-violating endpoint count in the final report is 6.
- The number of global-route vias before repair was 218.
- The final standard cell area without fillers is 488 sq um.
- The design draws 0.153 mW.
- Cells fill 14.3% of the core in the end.
- The final reports fail on negative setup slack.
- The synth_stat.txt file lists the number of cells as 21.
- The number of warnings printed during yosys synthesis is 1.
- The power density over cell area is 313 nW/um^2.
- The xor and xnor area share after synthesis is 0%.
- The worst slack at placement is -1.03 ns.
- The area of the chip is 6400 sq um.
- The signal on the critical path passes through buf_8 -> inv_6 -> ha_4 -> nand2b_4 -> a21oi_2 -> buf_2.
- The worst setup path category is input port to primary output.
- Once detail routing completed, the nets flagged for antenna violations numbered 0.
- The maximum net fanout on the critical path is 3.
- The netlist area before placement is 155 sq um.
- The remaining global-route overflow is 0.
- The leakage power of the design is 0.200 nW.
- The floorplan has 21 rows.
- The class of the worst hold path is input port to primary output.
- The via count normalized by instance count is 2.35.
- Per the final report, max-transition violations number 0.
- The largest combinational cell category by area is adder cells.
- The worst setup path is launched from an input port.
- The synthesized design devotes to its leading area cell type 40.3% of total area.
- According to the timing report, the arrival time at the worst endpoint equals 0.92 ns.
- The horizontal extent of the die is 80 um.
- The largest individual stage delay along the critical path comes from the cell sky130_fd_sc_hd__ha_4.
- The share of cell area taken by muxes after synthesis is 6.45%.
- The count of input and output buffers is 11.
- The detailed router reported a total wirelength of 650 um.
- The tally of max-capacitance violations is 0.
- By count the netlist is led by sky130_fd_sc_hd__ha_1 (5), sky130_fd_sc_hd__a21oi_1 (4).
- The remaining max-slew budget at the tightest pin is 92.1%.
- The simple-gate portion of the synthesized area is 35.5%.
- Detailed placement reports a standard cell area of 360 sq um.
- After legalization and detailed placement, the total HPWL measured 501 um.
- Sequential cells were found to cover 0% of the synthesized design area.
- Summing the areas of all compound-gate instances in the mapped netlist gives 12.9% of the synthesized area.
- Setup repair after global routing could not meet its margin everywhere.
- The violation tally recorded at the end of detailed-routing iteration 0 is 2.
- The number of antenna diodes in the final layout is 0.
- The number of OpenROAD warnings is 38.
- For the worst setup path, the data required time is 0.80 ns.
- Of the cells placed in the final design, the portion with a size suffix greater than 1 is 87.2%.
- The post-synthesis area per instance is 7.39 sq um.
- The post-synthesis cell type count is 10.
- For the pin with the worst max-slew slack, the measured transition is 0.115 ns.
- Across the whole layout, storage elements account for 0 sq um.
- The worst setup path is captured at a primary output.
- Routability-driven placement finished with a final weighted congestion of 0.659.
- The largest single stage delay on the critical path is 0.20 ns.
- Summed over all routing layers, the global router reports a total usage of 1.94%.
- The number of instances in the synthesized netlist is 21.
- Per the layout report, the design carries 0 clock buffers.
- The most used standard cell by instance count after synthesis is sky130_fd_sc_hd__ha_1.
- The timing-limited maximum frequency is 895 MHz.
- There are 0 flip-flops and latches.
- The final route contains 200 vias.
- The period utilization is 112%.
- The count of unresolved DRC violations after routing is 0.
- The worst ir drop on vdd is 0.0000431 V.
- The critical path in the final layout is reported with a setup slack of -0.117 ns.
- The worst path in the final design needs a cycle of 1.12 ns, including I/O delays and setup.
- The hold path depth is 3.
- By area the synthesized netlist is led by sky130_fd_sc_hd__ha_1 (40%), sky130_fd_sc_hd__a21oi_1 (13%), sky130_fd_sc_hd__nand2b_1 (8.1%), sky130_fd_sc_hd__or2_1 (8.1%), sky130_fd_sc_hd__mux2i_1 (6.5%).
- The synthesized-area fraction occupied by adder cells is 40.3%.
- The global-route wire length before repair is 1060 um.
- The largest net degree at the start of global routing is 9.
- The die outline height is 80 um.
- The floorplan core area is 3420 sq um.
- The routed design shows a wire length per standard cell of 7.65 um.
- Per the final timing report, the hold violations number 0.
- The area growth from synthesis to layout is 215%.
- 11 I/O pins were placed.
- The pre-placement core utilization is 4.54%.
- Looking at area per cell type in the netlist, the leader is sky130_fd_sc_hd__ha_1.
[per-layer routing]
layer	up-vias	routed length (um)	track usage, %	share of wire [%]
met1	91	243	2.11	37
met4	0	0	0	0
met2	5	352	3.93	54
li1	104	-	-	-
met3	0	54	0.341	8.3
met5	-	0	0	0
[stage by stage]
stage / instances / setup TNS, ns / hold slack (ns)
after floorplan: 21 / 0 / 0.411
after global placement: 83 / -6.41 / 1.47
after detailed placement: 83 / -6.50 / 1.45
after CTS: 85 / -0.641 / 0.732
after global routing: 85 / -0.804 / 0.752
final: 85 / -0.517 / 0.727
[repair_timing]
item	4_1_cts	5_1_grt
setup endpoints to repair	7	7
pin swaps	8	3
hold buffers	0	0
buffers inserted	2	0
hold endpoints to repair	0	0
gates resized	65	7
[power by group]
| part | leakage (nW) | switching, mW | internal [mW] |
|---|---|---|---|
| registers | 0 | 0 | 0 |
| clock network | 0 | 0 | 0 |
| logic | 0.200 | 0.0638 | 0.0891 |
[critical path: cells and delay by family]
family	cells	cell delay [ns]
compound gates	1	0.11
simple gates	1	0.13
buf+inv	3	0.27
fa+ha+maj	1	0.20
[path summary, 6_finish.rpt]
path,from,endpoint
setup / recovery,num[1],segments[3]
hold / removal,num[2],segments[2]
[layout by cell type (no fill, tap or decap)]
master and instances:
sky130_fd_sc_hd__buf_4 5, sky130_fd_sc_hd__buf_8 2, sky130_fd_sc_hd__nor2b_4 1, sky130_fd_sc_hd__or2_1 2, sky130_fd_sc_hd__ha_4 5, sky130_fd_sc_hd__clkdlybuf4s15_1 1
sky130_fd_sc_hd__buf_2 7, sky130_fd_sc_hd__nand2_1 1, sky130_fd_sc_hd__buf_6 3, sky130_fd_sc_hd__and2_4 1, sky130_fd_sc_hd__nand2b_4 2, sky130_fd_sc_hd__inv_6 2
sky130_fd_sc_hd__nand2_4 1, sky130_fd_sc_hd__a21oi_2 4, sky130_fd_sc_hd__nor3b_4 1, sky130_fd_sc_hd__mux2i_1 1
[kinds of logic after synthesis]
logic type      after synthesis
buf+inv                       2
fa+ha+maj                     5
compound gates                4
mux                           1
simple gates                  9
[area by class of cell]
cell class | instances | area (sq um)
Fill cell | 383 | 2930
Inverter | 2 | 17.5
Multi-Input combinational cell | 19 | 267
Tap cell | 46 | 57.6
Timing Repair Buffer | 18 | 146
No activity file was given, so power comes from the tool's default toggle rates.
