==> flow/config.mk <==
export PLATFORM = sky130hd
export DESIGN_NAME = ultrasonic
export DESIGN_NICKNAME = ultrasonic
export VERILOG_FILES = /design/flow/design.v
export SDC_FILE = /design/flow/constraint.sdc
export NUM_CORES = 4
export LEC_CHECK = 1
export CORE_UTILIZATION = 30
==> flow/constraint.sdc <==
current_design ultrasonic

set clk_period 4.9
set clk_io_pct 0.2

create_clock -name clk0 -period $clk_period [get_ports {clk}]

set non_clock_inputs [all_inputs -no_clocks]
set_input_delay [expr $clk_period * $clk_io_pct] -clock clk0 $non_clock_inputs
set_output_delay [expr $clk_period * $clk_io_pct] -clock clk0 [all_outputs]
==> flow/design.v <==
module ultrasonic(trig, led, clk, echo);
input clk, echo;
output reg trig, led;
reg[20:0] count, timee, et;
reg flag;
initial 
begin
count<=0;
led<=0;
timee<=0;
trig <=0;
end
always@(posedge clk)
begin
if (count==0)
trig <= 1;
else if (count==500)
begin
flag<=1;
trig<=0;
end
else if(count==50000000)begin
trig<=1;
count<=0;
end
count<=count+1;
if(echo==1)
timee<=timee+1;
else if (echo==0 & flag==1)begin
et<=timee;
timee<=0;
flag<=0;
end
if(et<28012) begin
led<=1;
end
else led<=0;
end
endmodule 
==> flow/run.sh <==
#!/bin/bash
# OpenROAD 26Q1-2900-gdf79404cd8, Yosys 0.63+post, stock flow scripts
make -C /OpenROAD-flow-scripts/flow DESIGN_CONFIG=/design/flow/config.mk WORK_HOME=/design/flow/orfs finish
==> deck_impl_summary.md <==
Flow Results at a Glance

Status
  • Run status: completed

Critical path
  • Delay of the slowest cell on the worst path: 0.45 ns
  • Maximum fanout count along the critical path: 2
  • Slowest stage cell, crit path: sky130_fd_sc_hd__clkdlybuf4s50_1
  • Total number of cells along the worst setup path: 1
  • Arrival time at the worst endpoint: 1.10 ns
  • Crit path capture type: output port
  • Critical path's top delay family: buffers and inverters
  • Startpoint Class: register
  • Type of the setup path with the least slack: reg -> out
  • Required time of the critical path: 3.92 ns
  • R2r worst-path depth: 5
  • Cells along the critical path: clkdlybuf4s50_1
  • Buffers plus inverters on the worst setup path: 1

Timing
  • Final slew viol count: 0
  • Worst slew slack as a fraction of its limit: 56.6%
  • Number of failing hold endpoints at the final stage: 0
  • Final critical delay including setup and external delays: 2.08 ns
  • Final critical-path share of the clock period: 42.5%
  • Max Freq: 480 MHz
  • Total negative slack for setup checks: 0 ns
  • RSZ-0062 raised after global routing: false
  • Maximum clock skew at final layout: 0.00804 ns
  • Actual slew at the worst max-slew pin: 0.650 ns
  • Setup violations, final: 0

Clock network
  • Clock buffer count from CTS: 9
  • Worst-path clk slew: 0.07 ns
  • CTS-repair resized insts: 0
  • Clock tree from TritonCTS: yes
  • Insertion delay to the later sink of the worst-skew pair: 0.33 ns
  • Maximum clock insertion buffer count: 2
  • Clock H-tree levels: 3
  • Root Buffer Master: sky130_fd_sc_hd__clkbuf_8
  • Total clock sinks: 64
  • Count of hold buffers inserted by post-cts repair: 0
  • Number of setup buffers added after CTS: 0

Floorplan
  • Die Width: 96.6 um
  • Starting Density: 30.9%
  • CORE AREA: 0.00868 mm^2
  • Num ports: 4
  • Row cnt: 34
  • Die Outline Area: 0.00933 mm^2
  • Die Y: 96.6 um

Synthesis
  • Top logic cell family in the synthesized netlist: simple AND/OR/NAND/NOR gates
  • FA/HA/MAJ Cells, Area Fraction: 1.40%
  • Yosys top cell area share: 44.8%
  • Commonest cells post-synth: 40 x sky130_fd_sc_hd__edfxtp_1, 24 x sky130_fd_sc_hd__dfxtp_1, 23 x sky130_fd_sc_hd__nor2_1
  • Top post-synthesis cells by area: sky130_fd_sc_hd__edfxtp_1 45%, sky130_fd_sc_hd__dfxtp_1 18%, sky130_fd_sc_hd__xnor2_1 6.9%
  • Yosys cell count: 226
  • Basic Gates by Area: 19.4%
  • Most common cell in the synthesized netlist: sky130_fd_sc_hd__edfxtp_1
  • Cell type with the highest aggregate area in the netlist: sky130_fd_sc_hd__edfxtp_1
  • Mean instance size in the synthesized netlist: 11.9 um^2
  • Primary FF master, synth: sky130_fd_sc_hd__edfxtp_1
  • Cell Area, Synth: 0.00268 mm^2
  • Post-synth tally of flip-flops with integrated enable: 40
  • Number of synthesized register bits: 64
  • Fraction of synthesized area in multiplexers: 0%
  • XOR/XNOR Fraction of Synth Area: 10.4%
  • Number of warnings reported in the yosys synthesis log: 1
  • Ao+oa area frac: 4.29%
  • Number of library cell types mapped by synthesis: 33
  • Chip Area, Yosys: 0.00268 mm^2
  • Async set-or-reset flop fraction in the synthesized netlist: 0%
  • Register share after synthesis: 62.7%
  • Count of mapped cells out of synthesis: 226

Global route
  • Met2 usage: 13.8%
  • Number of global-route vias before repair: 1453
  • GR Layer Usage met1: 14.7%
  • GR met3 Demand/Resource: 3.42%
  • Total gr overflow: 0
  • Initial antenna violation count: 0
  • Global-route wire length before repair: 6760 um
  • Global route hottest layer: met1
  • Overall fraction of global-route tracks in use: 9.62%
  • Largest net degree at the start of global routing: 22

Run
  • Number of warnings the tools reported: 26
  • Max-cap violations: 0

Layout
  • Fill cell instance count of the final layout: 859
  • Final cell area excluding filler cells: 0.00306 mm^2
  • Area grow syn2layout: 14.0%
  • Area taken by flip-flops and latches: 0.00168 mm^2
  • Total area of multi-input combinational cells: 955 um^2
  • Share of layout cells above drive strength 1: 9.13%

Drt
  • Via count: 1636
  • Detailed router's first-iteration violation count: 73
  • Number of vias per cell: 4.69
  • DRC violations left: 0
  • Diodes inserted: 0
  • Average wire per standard cell: 11.9 um
  • DRT Pass-1 Iters: 4
  • Antenna violation net count after detailed routing: 0
  • Sum of routed wire length over all layers: 4150 um

Placement
  • Final weighted congestion in routability-driven placement: 0.735
  • Count of input and output buffers: 3
  • Cell area after placement: 0.00284 mm^2
  • Placed wire-length estimate after detailed placement: 2700 um

Power and ir drop
  • Power after layout: 1.48 mW
  • Static Leak: 1.02 nW
  • Maximum vdd ir drop: 0.201 mV
  • Ratio of total power to cell area: 484 mW/mm^2

Min path
  • Cell depth of the worst hold path: 1
  • Min-delay worst type: reg -> reg
[cells in the final DEF, fill, tap and decap left out]
master and instances:
sky130_fd_sc_hd__a21oi_1 8, sky130_fd_sc_hd__a31o_2 1, sky130_fd_sc_hd__a31oi_1 1, sky130_fd_sc_hd__a32o_1 1, sky130_fd_sc_hd__and2_1 1, sky130_fd_sc_hd__and3_1 2, sky130_fd_sc_hd__and4_1 4, sky130_fd_sc_hd__buf_4 1
sky130_fd_sc_hd__bufinv_16 2, sky130_fd_sc_hd__clkbuf_1 2, sky130_fd_sc_hd__clkbuf_8 11, sky130_fd_sc_hd__clkdlybuf4s50_1 3, sky130_fd_sc_hd__clkinv_2 1, sky130_fd_sc_hd__dfxtp_1 24, sky130_fd_sc_hd__edfxtp_1 40, sky130_fd_sc_hd__ha_1 3
sky130_fd_sc_hd__inv_1 7, sky130_fd_sc_hd__nand2_1 14, sky130_fd_sc_hd__nand2b_1 1, sky130_fd_sc_hd__nand3_1 13, sky130_fd_sc_hd__nand4_1 10, sky130_fd_sc_hd__nand4_2 2, sky130_fd_sc_hd__nor2_1 23, sky130_fd_sc_hd__nor2b_1 1
sky130_fd_sc_hd__nor3_1 4, sky130_fd_sc_hd__nor4_1 9, sky130_fd_sc_hd__nor4b_1 1, sky130_fd_sc_hd__o21ai_0 4, sky130_fd_sc_hd__o31ai_1 4, sky130_fd_sc_hd__or2_1 1, sky130_fd_sc_hd__or2_2 2, sky130_fd_sc_hd__or3_1 2
sky130_fd_sc_hd__or3_2 1, sky130_fd_sc_hd__or4_1 4, sky130_fd_sc_hd__or4b_2 1, sky130_fd_sc_hd__xnor2_1 21, sky130_fd_sc_hd__xor2_1 11
[where the power goes]
| group | switching [mW] | total (mW) | internal (mW) |
|---|---|---|---|
| Combinational | 0.0786 | 0.139 | 0.0608 |
| Sequential | 0.103 | 0.843 | 0.740 |
| Clock | 0.185 | 0.499 | 0.314 |
| Total | 0.367 | 1.48 | 1.11 |
[cell families after synthesis]
kind of cell,after synthesis
XOR/XNOR,32
buffers and inverters,12
adder cells (fa/ha/maj),3
flip-flops,64
AND/OR/NAND/NOR,96
AND-OR/OR-AND,19
[sequential cells by signal, summed over array words and instances (netlist names)]
name	count
count	21
timee	21
trig	1
et	19
flag	1
led	1
[final cells by class]
| cell class | instances | area share [%] |
|---|---|---|
| Tap cell | 108 | 4.42 |
| Timing Repair Buffer | 4 | 1.23 |
| Clock buffer | 13 | 5.19 |
| Multi-Input combinational cell | 150 | 31.2 |
| Inverter | 7 | 0.859 |
| Sequential cell | 64 | 55.0 |
| Clock inverter | 3 | 2.13 |
[worst paths after layout]
| path | startpoint | endpoint | slack (ns) |
|---|---|---|---|
| hold / removal | et[13] | led | 0.42 |
| setup reg to reg | timee[0] | timee[20] | 2.87 |
| setup / recovery | trig | trig | 2.82 |
| hold reg to reg | et[13] | led | 0.42 |
[metrics by stage]
step           instances  setup WS (ns)  hold WS (ns)  util, %
2_1_floorplan        226           2.64         0.405        -
3_3_place_gp         333           2.56         0.416     32.7
3_5_place_dp         333           2.53         0.414     32.7
4_1_cts              349           2.78         0.426     35.3
5_1_grt              349           2.71         0.431     35.3
6_report             349           2.82         0.420     35.3
[metal layers]
| layer | routed length [um] | vias up | share of wire [%] |
|---|---|---|---|
| met4 | 41 | 0 | 0.99 |
| li1 | - | 848 | - |
| met5 | 0 | - | 0 |
| met2 | 1820 | 18 | 44 |
| met1 | 2120 | 762 | 51 |
| met3 | 171 | 8 | 4.1 |
Power and IR drop assume default switching activity.
